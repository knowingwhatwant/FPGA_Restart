File: ./design.v
module UartSend(
    input clk,
    input rst_n,
    output  uart_tx
);
    wire uart_tx_done;
    parameter BUAD_SET = 3'h6;  
    parameter CNT_10MS = 19'd500000;  
    reg [18:0]cnt;
    reg [7:0] data_send_cnt ;    
    reg send_go;
    always @(posedge clk or negedge rst_n) begin
        if(!rst_n)begin
            cnt <= 0;
        end else if(cnt ==  CNT_10MS-1) begin
            cnt <= 0;
        end else begin
            cnt <= cnt + 1'b1;
        end
    end
    always @(posedge clk or negedge rst_n) begin
        if(!rst_n)begin
            send_go <= 0;
        end else if(cnt == 1)begin
            send_go <= 1;  
        end else begin
            send_go <= 0; 
        end
    end
     always @(posedge clk or negedge rst_n) begin
        if(!rst_n)begin
            data_send_cnt <= 0;
        end else if(uart_tx_done==1) 
        begin
            data_send_cnt <= data_send_cnt + 1'b1;
        end
     end
    uart_tx_byte uart_tx_byte_inst2 (
        .clk(clk),
        .rst_n(rst_n),
        .byte_in(data_send_cnt),
        .send_go(send_go),
        .baud_set(BUAD_SET),
        .uart_tx(uart_tx),
        .uart_tx_done(uart_tx_done)
    );
endmodule
module uart_tx_byte(
    input clk,
    input rst_n,
    input [7:0] byte_in,
    input [2:0] baud_set,
    input send_go,
    output  reg uart_tx,
    output  reg uart_tx_done
);
    reg [20:0] Baud_cnt;
    always@(*) begin
        case(baud_set)
        3'b000: Baud_cnt = 1000000000/300/20;  
        3'b001: Baud_cnt = 1000000000/1200/20;  
        3'b010: Baud_cnt = 1000000000/2400/20;  
        3'b011: Baud_cnt = 1000000000/4800/20;  
        3'b100: Baud_cnt = 1000000000/9600/20;  
        3'b101: Baud_cnt = 1000000000/19200/20;  
        3'b110: Baud_cnt = 1000000000/115200/20;  
        default: Baud_cnt =1000000000/115200/20;  
        endcase
    end
    reg send_en;
    reg [20:0] clk_div;
    always@(posedge clk or negedge rst_n) begin
        if(!rst_n) begin
            clk_div <= 0;
        end else if(send_en) begin
            if(clk_div == Baud_cnt-1) begin
                clk_div <= 0;
            end else begin
                clk_div <= clk_div + 1'b1;
            end
        end else begin
            clk_div <= 0;
        end
    end
    wire bps_clk;
    assign bps_clk = (clk_div == 1);
    reg [3:0] bps_cnt;  
    always@(posedge clk or negedge rst_n) begin 
        if(!rst_n) 
        begin
            bps_cnt <= 0;
        end 
        else if (send_en) 
        begin  
            if(bps_clk) 
            begin
                if(bps_cnt == 11) begin
                    bps_cnt <= 0;
                end else 
                    bps_cnt <= bps_cnt + 1'b1;
            end    
        end else begin           
            bps_cnt <= 0;
        end 
    end
    always@(posedge clk) begin
        if(rst_n == 0)
            send_en <= 0;
        else if(send_go)
            send_en <= 1;
        else if(uart_tx_done)
            send_en <= 0;
        end
    reg [7:0] r_data_byte;
    always@(posedge clk) begin
        if(send_go)
            r_data_byte <= byte_in;
        else 
            r_data_byte <= r_data_byte;
    end
    always@(posedge clk or negedge rst_n) begin
        if(!rst_n) begin
            uart_tx <= 1;  
        end else begin
            case(bps_cnt) 
            1: uart_tx <= 0;
            2: uart_tx <= r_data_byte[0];
            3: uart_tx <= r_data_byte[1];
            4: uart_tx <= r_data_byte[2];
            5: uart_tx <= r_data_byte[3];
            6: uart_tx <= r_data_byte[4];
            7: uart_tx <= r_data_byte[5];
            8: uart_tx <= r_data_byte[6];
            9: uart_tx <= r_data_byte[7];
            10: uart_tx <= 1;  
            11: uart_tx <= 1;   
            default: uart_tx <= 1; 
            endcase
        end  
    end
     always@(posedge clk or negedge rst_n) begin
        if(!rst_n) 
            uart_tx_done <= 0;
        else if((bps_cnt == 10)&& (clk_div==1))
            uart_tx_done <= 1;  
        else
            uart_tx_done <= 0;  
	end
endmodule
File: ./run.sh
#!/bin/bash
# OpenROAD 26Q1-2900-gdf79404cd8, Yosys 0.63+post, stock flow scripts
make -C /OpenROAD-flow-scripts/flow DESIGN_CONFIG=/design/flow/config.mk WORK_HOME=/design/flow/orfs finish
File: ./config.mk
export PLATFORM = sky130hd
export DESIGN_NAME = UartSend
export DESIGN_NICKNAME = UartSend
export VERILOG_FILES = /design/flow/design.v
export SDC_FILE = /design/flow/constraint.sdc
export NUM_CORES = 4
export LEC_CHECK = 1
export CORE_UTILIZATION = 30
File: ./constraint.sdc
current_design UartSend

set clk_period 4.4
set clk_io_pct 0.2

create_clock -name clk0 -period $clk_period [get_ports {clk}]

set non_clock_inputs [all_inputs -no_clocks]
set_input_delay [expr $clk_period * $clk_io_pct] -clock clk0 $non_clock_inputs
set_output_delay [expr $clk_period * $clk_io_pct] -clock clk0 [all_outputs]
==> results_dict.tcl <==
# flow metrics
set metrics [dict create \
    critPathMaxStageDelay_ns 0.51 \
    max_cap_violations 0 \
    post_synth_xor_area_fraction 0.08832 \
    fp-row-count 36 \
    n_antenna_cell 0 \
    required_ns 3.52 \
    power.static_leakage_nw 1.316 \
    groute.usage.overall 0.1114 \
    finalSetupViolations 0 \
    die_w_um 103.2 \
    cts_tree "done" \
    dp_worst_setup_slack_ns 2.343 \
    postPlaceCellArea_um2 3236 \
    power_mw 1.105 \
    cts.htree.levels 3 \
    yosys_cells 294 \
    synth_area_per_cell_um2 10.46 \
    synthDominantAreaCellType "sky130_fd_sc_hd__dfrtp_1" \
    grt-ovfl-total 0 \
    synth-edff-count 8 \
    synthesized_flop_and_latch_total 64 \
    layoutNonFillerInstCount 440 \
    grt_antenna_before_repair 0 \
    ys_chip_area_um2 3074 \
    worstSkewPairLatency_ns 0.34 \
    cts_resized 0 \
    wl_per_cell_um 11.89 \
    crit_path_max_fanout 1 \
    final-seq-area_um2 1638 \
    postSynthSeqShare 0.5328 \
    crit_chain "clkdlybuf4s50_1" \
    cp_slowest_cell "sky130_fd_sc_hd__dfstp_2" \
    ant_nets 0 \
    drc 0 \
    timing.final.crit_share 0.4936 \
    fillers 952 \
    cts_root_buf "sky130_fd_sc_hd__clkbuf_8" \
    netlist_logic_family_top "simple AND/OR/NAND/NOR gates" \
    synthesized_area_um2 3074 \
    synth-async-reset-ratio 0.8594 \
    timing.critical_path.to_type "output pin" \
    numPortBuffers 2 \
    vias_after_detailed_routing 2189 \
    fin_ws_ns 2.228 \
    slew_viol_final 0 \
    clock-skew-final_ns 0.006986 \
    timing.critical_path.max_delay_family "flip-flops" \
    ctsLongestPathBuffers 2 \
    maxSlewHeadroom 0.5210 \
    fin_hold_ws_ns 0.4711 \
    floorplan.io_pins 3 \
    post_cts_hold_buffer_count 0 \
    warning_total_across_the_stage_logs 30 \
    hold_vio_cnt_final 0 \
    yosys-mux-area-fraction 0.01018 \
    synth_largest_type_area_fraction 0.4396 \
    yosys_warnings 2 \
    path_clk_slew_ns 0.06 \
    power_density_nw_per_um2 321.8 \
    place.gp.congestion 0.8106 \
    timing.setup.critical_path_class "reg -> out" \
    fin_setup_tns_ns 0 \
    die_area_um2 10660 \
    timing.final.crit_period_ns 2.172 \
    first_global_vias 2042 \
    drive_above_1_share 0.07492 \
    status "finished, final reports clean" \
    place_inst 424 \
    ys.flop_type "sky130_fd_sc_hd__dfrtp_1" \
    fp_util 0.3116 \
    non_filler_cell_area_final_um2 3435 \
    final_core_utilization 0.3482 \
    tightestPinTransition_ns 0.7119 \
    max-vdd-ir-drop_v 0.0001707 \
    holdCritPathClass "reg -> reg" \
    worst_setup_path_start_kind "flip-flop" \
    post_syn_instances 294 \
    detailedPlacementHpwl_mm 3.568 \
    synth.top_cells.by_area "sky130_fd_sc_hd__dfrtp_1 44%, sky130_fd_sc_hd__edfxtp_1 7.8%, sky130_fd_sc_hd__xor2_1 4.8%" \
    critical_path.n_buffers_inverters 1 \
    areaGrowthSynthToFinish_pct 11.72 \
    unrepaired_setup_endpoints_after_global_routing "false" \
    detail_route.iter0.violations 85 \
    cts_setup_buffers 0 \
    die_h_um 103.2 \
    fmax_mhz 460.4 \
    global_route_wire_length_before_repair_mm 9.308 \
    mi_logic_area_um2 1364 \
    cts_made_buffers 9 \
    synth_simple_gate_area_share 0.2316 \
    route.detailed.vias_per_inst 4.975 \
    detail_route.wirelength_mm 5.231 \
    cts.sink_count 64 \
    synth.distinct_cells 43 \
    synth_adder_area_share 0.03663 \
    core_area_um2 9864 \
    grt_start_max_net_pins 32 \
    cp.arrival_ns 1.29 \
    ys_sh_aoi 0.07692 \
    firstDrtPassIters 4 \
]
## layout by cell type, fill, tap and decap left out, types with 4 or more instances in the layout
cell,instances
sky130_fd_sc_hd__nand2_1,19
sky130_fd_sc_hd__nor3_1,6
sky130_fd_sc_hd__nand4_1,14
sky130_fd_sc_hd__a21oi_1,15
sky130_fd_sc_hd__o21ai_0,11
sky130_fd_sc_hd__o31ai_1,4
sky130_fd_sc_hd__clkbuf_8,11
sky130_fd_sc_hd__or3_1,7
sky130_fd_sc_hd__nor4_1,9
sky130_fd_sc_hd__inv_1,8
sky130_fd_sc_hd__dfrtp_1,54
sky130_fd_sc_hd__or4_1,9
sky130_fd_sc_hd__nand3_1,22
sky130_fd_sc_hd__ha_1,9
sky130_fd_sc_hd__edfxtp_1,8
sky130_fd_sc_hd__and3_1,4
sky130_fd_sc_hd__nor2_1,27
sky130_fd_sc_hd__xor2_1,17
sky130_fd_sc_hd__xnor2_1,14
## kinds of logic after synthesis
kind of cell | Yosys count
AND/OR/NAND/NOR | 131
flip-flops | 64
AND-OR/OR-AND | 40
XOR/XNOR | 31
buffers and inverters | 16
adder cells (fa/ha/maj) | 9
multiplexers | 3
## flip-flops by register name, summed over array words and instances (netlist names)
name / flops
send_go: 1
uart_tx_byte_inst2.send_en: 1
uart_tx_byte_inst2.bps_cnt: 4
cnt: 19
uart_tx_byte_inst2.r_data_byte: 8
uart_tx_byte_inst2.clk_div: 21
uart_tx_byte_inst2.uart_tx_done: 1
data_send_cnt: 8
uart_tx_byte_inst2.uart_tx: 1
## metal layers
layer | global-route usage | vias to the layer above | part of all wire
met4 | 0.01733 | 0 | 0.019
met2 | 0.1605 | 34 | 0.42
li1 | - | 1087 | -
met3 | 0.02937 | 13 | 0.037
met5 | 0 | - | 0
met1 | 0.1778 | 1055 | 0.52
## path summary, 6_finish.rpt
path,cells past startpoint,from,endpoint,slack (ns)
max,1,uart_tx_byte_inst2.uart_tx$_DFF_PN1_,uart_tx,2.23
min,1,data_send_cnt[7]$_DFFE_PN0P_,data_send_cnt[7]$_DFFE_PN0P_,0.47
max reg2reg,5,uart_tx_byte_inst2.clk_div[0]$_DFF_PN0_,uart_tx_byte_inst2.clk_div[20]$_DFF_PN0_,2.30
min reg2reg,1,data_send_cnt[7]$_DFFE_PN0P_,data_send_cnt[7]$_DFFE_PN0P_,0.47
max in group asynchronous,2,rst_n,uart_tx_byte_inst2.uart_tx$_DFF_PN1_,2.99
min in group asynchronous,1,rst_n,cnt[6]$_DFF_PN0_,0.58
## cell usage after synthesis (all sizes together) (2+ instances only)
master	n
nand3	22
nand2	19
and2	2
nor2	27
xnor2	14
ha	9
mux2i	2
nor4	9
or4	9
and4	4
o21ai	12
and3	4
a22oi	2
buf	4
dfrtp	54
edfxtp	8
clkbuf	4
or3	7
nand4	14
inv	8
xor2	17
a21oi	15
o211ai	2
o31ai	4
o41ai	2
nor3	6
## area by class of cell
class / count / share of cell area
sequential: 64 / 0.4769
multi-input combinational: 214 / 0.3971
clock buffer: 13 / 0.04627
inverter: 8 / 0.008743
timing repair buffer: 5 / 0.01093
tap: 133 / 0.04845
clock inverter: 3 / 0.01166
## power by group
group	internal, mW	switching [mW]	leakage (nW)
Sequential	0.597	0.00000000000000114	0.819
Clock	0.291	0.206	0.103
Combinational	0.000915	0.00962	0.394
Total	0.889	0.216	1.32
Power figures rest on the tool's default switching activity, not on a simulated workload.
