==> flow/design.v <==
module Counter(input clk,
    input rst_n,
    input enable,
    output [3:0] count
    );
parameter COUNT_WIDTH = 4;
reg [COUNT_WIDTH-1:0] d_inputs;   
wire [COUNT_WIDTH-1:0] count_reg;   
genvar i;
generate
    for (i = 0; i < COUNT_WIDTH; i = i + 1) begin : dff_gen
        dff1 dff_inst (
            .clk(clk),
            .rst_n(rst_n),
            .d(d_inputs[i]),
            .q(count_reg[i])
        );
    end
    endgenerate 
always @(*) begin
    if (!rst_n) begin
        d_inputs = 4'b0000;  
    end else if (enable) begin
        d_inputs = count_reg + 1'b1;  
    end else begin
        d_inputs = count_reg;
    end
end
assign count = count_reg;
endmodule
module dff1 (
    input clk,
    input rst_n,
    input d,
    output reg q
);
    always @(posedge clk or negedge rst_n) begin
        if (!rst_n) begin
            q <= 1'b0;
        end else begin
            q <= d;
        end
    end
endmodule
==> flow/run.sh <==
#!/bin/bash
# OpenROAD 26Q1-2900-gdf79404cd8, Yosys 0.63+post, stock flow scripts
make -C /OpenROAD-flow-scripts/flow DESIGN_CONFIG=/design/flow/config.mk WORK_HOME=/design/flow/orfs finish
==> flow/config.mk <==
export PLATFORM = sky130hd
export DESIGN_NAME = Counter
export DESIGN_NICKNAME = Counter
export VERILOG_FILES = /design/flow/design.v
export SDC_FILE = /design/flow/constraint.sdc
export NUM_CORES = 4
export LEC_CHECK = 1
export CORE_AREA = 10 10 70 70
export DIE_AREA = 0 0 80 80
==> flow/constraint.sdc <==
current_design Counter

set clk_period 1.3
set clk_io_pct 0.2

create_clock -name clk0 -period $clk_period [get_ports {clk}]

set non_clock_inputs [all_inputs -no_clocks]
set_input_delay [expr $clk_period * $clk_io_pct] -clock clk0 $non_clock_inputs
set_output_delay [expr $clk_period * $clk_io_pct] -clock clk0 [all_outputs]
==> commit_impl_results.txt <==
Store results of the implementation flow

- Per the GRT congestion report, total overflow comes to 0.
- Counting along the longest clock path gives a buffer depth of 2.
- The tightest hold path in the finished design has a slack of 388 ps.
- Synth area leaders: sky130_fd_sc_hd__dfrtp_1, sky130_fd_sc_hd__buf_4, sky130_fd_sc_hd__mux2i_1
- In this run the clock root is driven by a sky130_fd_sc_hd__clkbuf_4.
- The routed layout reports a DRC error count of 0.
* I/O Buffers: 6
- The clock network accounts for 44.6% of the total power.
- Layout Cells excl Fill: 77
* Average vias per placed instance: 2.30
- Leakage power total: 0.000190 uW
* Clock Skews: 3.52 ps
- Transition at the pin with the smallest max-transition slack: 222 ps
* Number of flip-flops under the largest register name: 4
* Area added between synthesis and finish: 62.6%
- The clock reaches the later pin of the worst-skew pair after 230 ps.
- The repair_antennas step left the layout with diodes totalling 0.
- The register with the most flip-flops in the final layout is dff_gen.dff_inst.q.
* Setup violation total in the final timing report: 0
- Dividing the synthesized area by the synthesized cell count gives 10.8 um2.
- In this run the tools logged warnings totalling 25.
- Tightest Hold Check Type: in2async
- At the floorplan stage, the core utilization is reported as 6.67%.
* Critical path type: reg2reg
- The via count of the first global-routing pass was 201.
* Critical-path cell list: buf_4 -> ha_1 -> a21bo_2 -> a21oi_1
- For this run, global-route usage on met1 was measured as 1.94%.
* Area after DPL: 323 um2
- Counting the warning lines in the Yosys log gives 2.
- Total of flip-flops plus latches after synthesis: 4
- The global router reports that the layer with the highest usage is met3.
- Run status: complete, no violations
* Slew margin rel.: 85.2%
- Per the timing report, the achievable frequency comes out to 885 MHz.
* Residual antenna-violating net count after detailed routing: 0
- The worst setup path is captured at a register.
- The die is 80 um wide.
* Vias post-DR: 177
- Data arrives at the worst endpoint at 1280 ps.
- Max-cap violations in this run came to 0.
* Library cells used by synthesis: 13
- CTS Hold Bufs: 0
* Unrepaired setup endpoints after global routing: no
- Counting I/O delays and the setup requirement, the final critical path takes 1130 ps.
- Drt initial violations: 7
- Number of endpoints with negative hold slack in the final report: 0
* Peak fanout along the critical path: 3
* Met3 track utilization from global routing: 3.18%
- Overall fraction of global-route tracks in use: 1.86%
- Library cell occupying the most area in the post-synthesis netlist: sky130_fd_sc_hd__dfrtp_1
- In this design, the stage delay of the slowest critical-path cell is 370 ps.
- Routability-driven placement congestion ratio: 0.694
* P per Cell Area: 919 mW/mm2
- Entering global routing, the biggest net connects 6 pins.
- Height of the die: 80 um
- Worst setup slack before clock tree synthesis: 49.8 ps
* DR pass1 iterations: 5
- After clock tree synthesis, the clock-pin slew on the worst setup and hold paths is 40 ps.
* Combinational power share: 15.8%
* Setup ws final: 170 ps
* Part of the power in registers: 39.6%
- Of the cells placed in the final design, the portion with a size suffix greater than 1 is 32.3%.
- Once detailed placement completed, the half-perimeter wirelength came to 412 um.
- Endpoint required time on the critical path: 1450 ps
- The core region is 0.00342 mm2.
- Sequential elements use 44.0% of the synthesized area.
- Pin placement for this block handled 7 I/O pins.
* CTS Buf Count: 3
- After technology mapping, the gate count stands at 21.
- Per the final report, max-transition violations number 0.
- Final standard cell area without fillers: 370 um2
- In the final layout, the registers with the most flip-flops are dff_gen.dff_inst.q x4.
* Detail-routed net length per standard cell: 6.87 um
- In the power breakdown, the internal column shows 266 uW.
- Total wire length: 529 um
- In the synthesis report, Yosys lists the chip area as 228 um2.
- TritonCTS clock tree: yes
* Switching power summed over all nets: 74.4 uW
* Initial antenna violation count: 0
* Fraction of power spent switching nets: 21.9%
* First-pass GRT wire length: 883 um
- Peak supply drop: 0.224 mV
- The worst setup path is launched from a register.
- Setup_tns: 0 ps
- Looking at the critical path, the single cell with the biggest stage delay is sky130_fd_sc_hd__dfrtp_1.
* Cell total after placement: 70
* Final period utilization: 86.9%
- Clock Sinks: 4
- GR Util met2: 1.69%
* Post-synth top area share: 44.0%
- Mapped Area: 228 um2
- Number of cell instances after yosys synthesis: 21
- Overall die area: 0.00640 mm2
* Number of cell rows: 21
* H-Tree Level Count: 1
[cell usage after synthesis, drive strengths merged]
cell,instances
nand4,1
a21oi,1
dfrtp,4
nand2,1
nor2,2
mux2i,2
xnor2,1
a21bo,1
ha,1
buf,4
inv,1
nand2b,1
nand3b,1
[final timing paths]
path                                                          end                              start  slack [ps]  depth (start not counted)
worst max-delay path            dff_gen[2].dff_inst.q$_DFFE_PN0P_  dff_gen[0].dff_inst.q$_DFFE_PN0P_         170                          4
worst min-delay path            dff_gen[1].dff_inst.q$_DFFE_PN0P_                              rst_n         390                          2
worst max register to register  dff_gen[2].dff_inst.q$_DFFE_PN0P_  dff_gen[0].dff_inst.q$_DFFE_PN0P_         170                          4
worst min register to register  dff_gen[1].dff_inst.q$_DFFE_PN0P_  dff_gen[1].dff_inst.q$_DFFE_PN0P_         640                          3
max in group asynchronous       dff_gen[2].dff_inst.q$_DFFE_PN0P_                              rst_n         810                          2
min in group clk0               dff_gen[1].dff_inst.q$_DFFE_PN0P_  dff_gen[1].dff_inst.q$_DFFE_PN0P_         640                          3
[layer usage]
layer  vias to the layer above  part of all wire [%]
met5                         -                     0
met4                         0                     0
met3                         0                    29
met2                        10                    27
met1                        80                    43
li1                         87                     -
[cell families after synthesis]
| kind of cell | Yosys count | synth area share (%) |
|---|---|---|
| AND-OR/OR-AND | 2 | 6.59 |
| XOR/XNOR | 1 | 3.85 |
| adder cells (fa/ha/maj) | 1 | 5.49 |
| buffers and inverters | 5 | 14.8 |
| flip-flops | 4 | 44.0 |
| multiplexers | 2 | 8.79 |
| AND/OR/NAND/NOR | 6 | 16.5 |
[power by group through the flow]
| stage | Sequential, uW | Clock (uW) | Combinational (uW) |
|---|---|---|---|
| CTS | 135 | 160 | 54.9 |
| finish | 135 | 152 | 53.7 |
| global route | 136 | 170 | 59.9 |
[final cells by class]
type	count	area, um2
Clock buffer	3	22.5
Fill cell	394	3050
Inverter	1	3.75
Multi-Input combinational cell	12	93.8
Sequential cell	4	100
Tap cell	46	57.6
Timing Repair Buffer	11	92.6
[per-stage QoR]
step | utilization, % | total power, uW
floorplan | - | 163
finish | 10.8 | 340
CTS | 10.8 | 349
global placement | 9.45 | 182
global route | 10.8 | 366
detailed placement | 9.45 | 186
[layout by cell type, fill, tap and decap left out]
cell and n:
sky130_fd_sc_hd__buf_4 5, sky130_fd_sc_hd__dfrtp_1 4, sky130_fd_sc_hd__dlygate4sd2_1 4, sky130_fd_sc_hd__clkbuf_4 3, sky130_fd_sc_hd__nor2_1 2, sky130_fd_sc_hd__mux2i_1 2, sky130_fd_sc_hd__clkdlybuf4s50_1 2, sky130_fd_sc_hd__inv_1 1
sky130_fd_sc_hd__xnor2_1 1, sky130_fd_sc_hd__nand2b_1 1, sky130_fd_sc_hd__nand2_1 1, sky130_fd_sc_hd__nand4_2 1, sky130_fd_sc_hd__a21bo_2 1, sky130_fd_sc_hd__nand3b_1 1, sky130_fd_sc_hd__a21oi_1 1, sky130_fd_sc_hd__ha_1 1
[critical path, delay by kind of cell (launching register included)]
kind | cells | cell delay, ps
buffers and inverters | 1 | 150
adders and majority gates | 1 | 210
AOI/OAI and AO/OA | 2 | 330
DFF | 1 | 370
[what timing repair did]
| item | 4_1_cts | 5_1_grt |
|---|---|---|
| setup buffers | 4 | 0 |
| resized | 4 | 0 |
| endpoints found under the setup margin | 4 | 0 |
Power is estimated from default activity; no workload was simulated.
